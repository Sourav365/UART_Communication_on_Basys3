==> ./design.v <==
`timescale 1ns / 1ps
module btn_debouncing(
    input clk,
    input reset,
    input btn,               
    output reg db_level,     
    output reg db_tick       
    );
    parameter [1:0] zero  = 2'b00,
                    wait0 = 2'b01,
                    one   = 2'b10,
                    wait1 = 2'b11;
    parameter N = 22;
    reg [1:0] state_reg, next_state;
    reg [N-1:0] q_reg;
    wire [N-1:0] q_next;
    wire q_zero;
    reg q_load, q_dec;
    always @(posedge clk or posedge reset) 
        if(reset) begin
            state_reg <= zero;
            q_reg <= 0;
        end
        else begin
            state_reg <= next_state;
            q_reg <= q_next;
        end
    assign q_next = (q_load) ? {N{1'b1}} :       
                    (q_dec) ? q_reg - 1  :       
                     q_reg;                      
    assign q_zero = (q_next == 0);
    always @* begin
        next_state = state_reg;
        q_load = 1'b0;
        q_dec = 1'b0;
        db_tick = 1'b0;
        case(state_reg)
            zero    : begin
                        db_level = 1'b0;
                        if(btn) begin
                            next_state = wait1;
                            q_load = 1'b1;
                        end
            end
            wait1   : begin
                        db_level = 1'b0;
                        if(btn) begin
                            q_dec = 1'b1;
                            if(q_zero) begin
                                next_state = one;
                                db_tick = 1'b1;
                            end
                        end
                        else
                            next_state = zero;
            end
            one     : begin
                        db_level = 1'b1;
                        if(~btn) begin
                            q_dec = 1'b1;
                            if(q_zero)
                                next_state = zero;
                        end
                        else
                            next_state = one;
            end
            default : next_state = zero;
        endcase
    end
endmodule
==> ./run.sh <==
#!/bin/bash
# OpenROAD 26Q1-2900-gdf79404cd8, Yosys 0.63+post, stock flow scripts
make -C /OpenROAD-flow-scripts/flow DESIGN_CONFIG=/design/flow/config.mk WORK_HOME=/design/flow/orfs finish
==> ./config.mk <==
export PLATFORM = sky130hd
export DESIGN_NAME = btn_debouncing
export DESIGN_NICKNAME = btn_debouncing
export VERILOG_FILES = /design/flow/design.v
export SDC_FILE = /design/flow/constraint.sdc
export NUM_CORES = 4
export LEC_CHECK = 1
export CORE_AREA = 10 10 97 97
export DIE_AREA = 0 0 107 107
==> ./constraint.sdc <==
current_design btn_debouncing

set clk_period 7.7
set clk_io_pct 0.2

create_clock -name clk0 -period $clk_period [get_ports {clk}]

set non_clock_inputs [all_inputs -no_clocks]
set_input_delay [expr $clk_period * $clk_io_pct] -clock clk0 $non_clock_inputs
set_output_delay [expr $clk_period * $clk_io_pct] -clock clk0 [all_outputs]
==> PnR_summary.wiki <==
== Flow metrics ==
{| class="wikitable"
! Metric !! Value
|-
| Most instantiated flip-flop cell in the synthesis netlist || dfrtp_1
|-
| Top cell by count, worst path || clkdlybuf4s50_1
|-
| Setup violation total in the final timing report || 0
|-
| Post-route non-filler standard cell count || 270
|-
| Count of hold buffers inserted by post-cts repair || 0
|-
| Post-detailed-routing wire length || 3140 um
|-
| Maximum vdd ir drop || 0.0589 mV
|-
| Delay contributed by the slowest stage of the critical path || 0.75 ns
|-
| Count of antenna-violating nets left after detailed routing || 0
|-
| FF+latch count, synth || 26
|-
| Max_slew headroom || 0.595
|-
| Starting density of the core || 0.210
|-
| Count of mapped cells out of synthesis || 171
|-
| Post-Place Worst Slack || 1.40 ns
|-
| Die Footprint || 11400 um2
|-
| Area figure in the yosys stat output || 1530 um2
|-
| Max frequency || 0.159 GHz
|-
| Maximum level of the CTS H-tree || 1
|-
| Maximum clock skew at final layout || 0.00358 ns
|-
| Type of element launching the critical path || input pin
|-
| Tool Warnings || 25
|-
| CTS Buf Count || 3
|-
| CP Capture Type || primary output
|-
| Clock transition at the register clock pins on the worst setup and hold paths after CTS || 0.08 ns
|-
| Static leakage power || 0.000545 uW
|-
| Cell Area, Placed || 1650 um2
|-
| Die Width || 107 um
|-
| End-of-flow core utilization || 0.233
|-
| Flip-flop count of the largest register after layout || 22
|-
| Critical path peak fanout || 13
|-
| Outcome || complete, no violations
|-
| Grt ovf || 0
|-
| Mapped Area || 1530 um2
|-
| Average wire length per cell after detail routing || 11.6 um
|-
| Remaining design rule violation count || 0
|-
| Largest net degree at the start of global routing || 26
|-
| Cell with the largest stage delay on the worst path || clkdlybuf4s50_1
|-
| Global-route usage over all layers || 0.0566
|-
| Placed cell count || 266
|-
| Fraction of synthesis flops using an asynchronous set or reset pin || 0.962
|-
| Antenna cells || 0
|-
| CP delay by family, top || simple AND/OR/NAND/NOR gates
|-
| Count of unclocked register or latch pins || 1
|-
| Number of vias in the routed layout || 1184
|-
| Final RePlAce weighted congestion || 0.864
|-
| Power per Cell Area || 183 nW/um2
|-
| Number of antenna violations at the first check in global routing || 0
|-
| Port bufs || 4
|-
| Number of gates given a new drive strength after cts || 0
|-
| Post-Layout Inst Area || 1700 um2
|-
| Post-synthesis to final-layout area growth || 11.0%
|-
| Distinct lib cells used || 48
|-
| Worst min path class || reg2reg
|-
| Insertion delay to the later sink of the worst-skew pair || 0.26 ns
|-
| Synthesis Warnings || 1
|-
| Number of vias per cell || 4.39
|-
| CP bufs+invs || 2
|-
| Number of standard-cell rows in the floorplan || 31
|-
| Arrival time of the worst setup path || 4.76 ns
|-
| Fin crit period || 6.30 ns
|-
| Worst path required time || 6.16 ns
|-
| Vias in the first global route || 1117
|-
| Setup TNS Final || 0 ns
|-
| Max Root-Sink Buffers || 2
|-
| First drt pass iteration count || 4
|-
| Max-slew violation total from the final report || 0
|-
| Placed wire-length estimate || 2320 um
|-
| Startpoint-to-endpoint class of the critical path || in2out
|-
| Count of endpoints without a timing constraint || 2
|-
| Cell total in the yosys stat output || 171
|-
| Cell Chain, Critical Path || clkdlybuf4s50_1 > mux2i_1 > or3_1 > or4_4 > nor2_8 > nand3_2 > a211o_2 > nor3_1 > clkdlybuf4s50_1
|-
| Placeable core region || 7290 um2
|-
| Slew at the pin with the worst max-slew slack || 0.606 ns
|-
| Worst-case setup margin in the final layout || 1.40 ns
|-
| Number of enable flip-flop cells || 0
|-
| Max-cap violations || 0
|-
| Number of DRC markers after the initial detailed-route iteration || 51
|-
| Vert. Die Dim || 107 um
|-
| IO Pins || 5
|-
| Final worst-path cycle share || 0.819
|-
| Wire length of the first global-routing pass || 5540 um
|-
| Setup Fix Bufs, Post-CTS || 0
|-
| Final hold violations || 0
|-
| Share of post-route cells with drive strength above 1 || 0.0819
|-
| Clock Tree Root || clkbuf_8
|-
| Clock tree from TritonCTS || done
|-
| Unrepaired setup endpoints after global routing || no
|-
| Fill cell instance count of the final layout || 834
|-
| Synthesized area divided by synthesized cell count || 8.96 um2
|}
==> metal layers <==
| metal | GRT usage | share of wire |
|---|---|---|
| met3 | 0.00485 | 0.017 |
| met4 | 0.0126 | 0.023 |
| met1 | 0.0878 | 0.51 |
| met5 | 0 | 0 |
| met2 | 0.0834 | 0.45 |
==> final timing paths <==
path	start	endpoint	slack, ns	depth (start not counted)
max	btn	db_tick	1.40	9
min reg2reg	q_reg[16]$_DFF_PP0_	q_reg[16]$_DFF_PP0_	0.53	2
max in group asynchronous	reset	state_reg[0]$_DFF_PP1_	5.78	3
min	q_reg[16]$_DFF_PP0_	q_reg[16]$_DFF_PP0_	0.53	2
min in group asynchronous	reset	q_reg[7]$_DFF_PP0_	1.63	3
max reg2reg	q_reg[4]$_DFF_PP0_	state_reg[1]$_DFF_PP0_	4.85	7
==> stage by stage <==
step	total power [uW]	hold slack, ns
finish	310	0.530
global placement	235	0.505
detailed placement	237	0.512
CTS	315	0.532
floorplan	220	0.484
global route	336	0.560
==> cell families after synthesis <==
family,synth area share
buf+inv,0.0490
mux,0.0270
simple gates,0.310
fa+ha+maj,0.00817
latches,0.00980
xor+xnor,0.0801
flops,0.409
compound gates,0.107
==> power by group <==
part | leakage (uW) | total (uW) | internal (uW) | switching (uW)
Sequential | 0.000248 | 179 | 151 | 28.3
Combinational | 0.000271 | 54.9 | 25.3 | 29.5
Clock | 0.0000255 | 76.2 | 36.1 | 40.1
Total | 0.000545 | 310 | 212 | 97.9
==> cells in the mapped netlist, types with 5 or more instances <==
cell	number	area share
dfrtp_1	24	0.39
nand2_1	22	0.054
nor2_1	17	0.042
nor3_1	11	0.036
xnor2_1	11	0.063
inv_1	7	0.017
clkbuf_1	6	0.015
nand3_1	6	0.020
o21ai_0	6	0.020
nor4_1	5	0.020
==> worst reg2reg max path, cell delays in order, from the launching register on <==
cell,delay [ns]
dfrtp_1,0.48
or4_4,0.53
or3_4,0.36
or3_1,0.39
a211oi_1,0.24
nand4b_1,0.15
a2111oi_0,0.43
o22a_1,0.21
==> layout by cell type (no fill, tap or decap), types with 4 or more instances in the layout <==
cell type,instances
xnor2_1,11
inv_1,7
nor3_1,11
nand2_1,22
o21ai_0,6
nor2_1,17
clkdlybuf4s50_1,4
nor4_1,5
nand3_1,6
dfrtp_1,24
==> final cells by class <==
type / instances / area, um2 / area share
clock buffer: 3 / 41.3 / 0.0243
sequential: 26 / 642 / 0.377
clock inverter: 1 / 5.00 / 0.00294
multi-input combinational: 129 / 815 / 0.479
timing repair buffer: 5 / 47.5 / 0.0280
tap: 99 / 124 / 0.0728
inverter: 7 / 26.3 / 0.0155
No activity file was given, so power comes from the tool's default toggle rates.
