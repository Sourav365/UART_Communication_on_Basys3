### ./design.v
`timescale 1ns / 1ps
module baud_rate_generator #(parameter N=10, COUNT=651)( 
    input clk, rst,
    output tick
    );
    reg [N-1:0]  count_value;
    wire [N-1:0] count_next;
    always @(posedge clk or posedge rst) begin
        if(rst) count_value <= 0;
        else    count_value <= count_next;
    end
    assign count_next = (count_value == (COUNT-1)) ? 0 : (count_value + 1);
    assign tick = (count_value == (COUNT-1)) ? 1'b1 : 1'b0;
endmodule
`timescale 1ns / 1ps
module fifo #(parameter DATA_SIZE = 8, ADDR_SIZE_EXP = 4)(
    input  clk, rst,
    input  rd_from_fifo, wr_to_fifo,
    input  [DATA_SIZE-1:0] wr_data_in,
    output [DATA_SIZE-1:0] rd_data_out,
    output empty, full
    );
    reg [DATA_SIZE-1:0] mem [2**ADDR_SIZE_EXP-1:0];
    reg [ADDR_SIZE_EXP-1:0] curr_wr_addr, curr_wr_addr_buff, next_wr_addr;
    reg [ADDR_SIZE_EXP-1:0] curr_rd_addr, curr_rd_addr_buff, next_rd_addr;
    reg fifo_full, fifo_empty, full_buff, empty_buff;
    wire write_en;
    always @(posedge clk)
        if(write_en) mem[curr_wr_addr] <= wr_data_in;
    assign rd_data_out = mem[curr_rd_addr];   
    assign write_en = wr_to_fifo & (~fifo_full);
    always @(posedge clk or posedge rst)
        if (rst) begin
            curr_wr_addr <= 0;
            curr_rd_addr <= 0;
            fifo_full    <= 1'b0;  
            fifo_empty   <= 1'b1;  
        end
        else begin
            curr_wr_addr <= curr_wr_addr_buff;
            curr_rd_addr <= curr_rd_addr_buff;
            fifo_full    <= full_buff; 
            fifo_empty   <= empty_buff;
        end
    always @ (*) begin
        next_wr_addr = curr_wr_addr + 1;
        next_rd_addr = curr_rd_addr + 1;
		curr_wr_addr_buff = curr_wr_addr;
		curr_rd_addr_buff = curr_rd_addr;
		full_buff  = fifo_full;
		empty_buff = fifo_empty;
		case({wr_to_fifo, rd_from_fifo})
		  2'b01:  
		      if(~fifo_empty) begin                    
		          curr_rd_addr_buff = next_rd_addr;
		          full_buff = 1'b0;                    
		          if(next_rd_addr == curr_wr_addr)     
		              empty_buff = 1'b1; 
		      end
		  2'b10:  
		      if(~fifo_full) begin                      
		          curr_wr_addr_buff = next_wr_addr;
		          empty_buff = 1'b0;                    
		          if(next_wr_addr == curr_rd_addr)      
		              full_buff = 1'b1; 
		      end
		  2'b11:  
		      begin
		      curr_wr_addr_buff = next_wr_addr;
		      curr_rd_addr_buff = next_rd_addr;
		      end
		endcase
    end
    assign full  = fifo_full;
    assign empty = fifo_empty;
endmodule
`timescale 1ns / 1ps
module uart_receiver #(parameter DATA_BITS = 8, STOP_TICK = 16)  
    (
    input clk, rst,
    input rx_data,
    input sample_tick,
    output [DATA_BITS-1:0] data_out,
    output reg data_ready
    );
    localparam [1:0] idle  = 2'b00,
                     start = 2'b01,
                     data  = 2'b10,
                     stop  = 2'b11;
    reg [1:0] state, state_next;             
    reg [3:0] tick_reg, tick_next;           
    reg [2:0] nbits_reg, nbits_next;         
    reg [DATA_BITS-1:0] data_reg, data_next; 
    always @(posedge clk or posedge rst) begin
        if (rst) begin
            state     <= idle;
            tick_reg  <= 0;
            nbits_reg <= 0;
            data_reg  <= 0;
        end
        else begin
            state     <= state_next;
            tick_reg  <= tick_next;
            nbits_reg <= nbits_next;
            data_reg  <= data_next;
        end
    end
    always @ (*) begin
        state_next = state;     
        tick_next  = tick_reg;
        nbits_next = nbits_reg;
        data_next  = data_reg;
        data_ready = 1'b0;
        case (state)
            idle :
                if(rx_data == 0) begin  
                    state_next = start;
                    tick_next  = 0;
                end 
            start:
                if (sample_tick) begin
                    if(tick_reg == 7) begin      
                        state_next = data;
                        tick_next  = 0;
                        nbits_next = 0;
                    end
                    else tick_next  = tick_reg+1;
                end
            data :
                if(sample_tick) begin
                    if(tick_reg == 15) begin         
                        tick_next  = 0;
                        data_next  = {rx_data, data_reg[DATA_BITS-1:1]};     
                        if(nbits_reg == (DATA_BITS-1))       
                            state_next = stop;
                        else
                            nbits_next = nbits_reg+1;        
                    end
                    else tick_next  = tick_reg+1;            
                end
            stop :
                if (sample_tick) begin
                    if(tick_reg == (STOP_TICK-1)) begin      
                        state_next = idle;
                        data_ready = 1'b1;
                    end
                    else tick_next  = tick_reg+1;
                end
        endcase
    end
    assign data_out = data_reg;
endmodule
`timescale 1ns / 1ps
module uart_top #(parameter
    DATA_BITS = 8,
    STOP_TICK = 16,
    BR_COUNT  = 651,
    BR_BITS   = 10,
    FIFO_EXP  = 4)(
    input clk, rst, 
    input read_uart, write_uart,          
    input rx_data_in,                     
    input [DATA_BITS-1:0] write_data,     
    output rx_full, rx_empty,  
    output tx_data_out,                   
    output [DATA_BITS-1:0] read_data      
    );
    wire tick;
    wire rx_done, tx_done;
    wire tx_fifo_empty, tx_fifo_not_empty;
    wire [DATA_BITS-1:0] tx_fifo_out, rx_fifo_in;
    baud_rate_generator #(.N(BR_BITS), .COUNT(BR_COUNT)) 
    baud_rate_gen_module (.clk(clk), .rst(rst), .tick(tick));
    uart_transmitter    #(.DATA_BITS(DATA_BITS), .STOP_TICK(STOP_TICK)) 
    uart_tx_module       (.clk(clk), .rst(rst), .tx_start(tx_fifo_not_empty), .sample_tick(tick), 
                          .data_in(tx_fifo_out), .tx_done(tx_done), .tx_data(tx_data_out));
    uart_receiver       #(.DATA_BITS(DATA_BITS), .STOP_TICK(STOP_TICK)) 
    uart_rx_module       (.clk(clk), .rst(rst), .rx_data(rx_data_in), .sample_tick(tick), 
                          .data_out(rx_fifo_in), .data_ready(rx_done));
    fifo                #(.DATA_SIZE(DATA_BITS), .ADDR_SIZE_EXP(FIFO_EXP)) 
    fifo_tx_module       (.clk(clk), .rst(rst), .rd_from_fifo(tx_done), .wr_to_fifo(write_uart),
                          .wr_data_in(write_data), .rd_data_out(tx_fifo_out), .empty(tx_fifo_empty), .full(tx_full));
    fifo                #(.DATA_SIZE(DATA_BITS), .ADDR_SIZE_EXP(FIFO_EXP)) 
    fifo_rx_module       (.clk(clk), .rst(rst), .rd_from_fifo(read_uart), .wr_to_fifo(rx_done),
                          .wr_data_in(rx_fifo_in), .rd_data_out(read_data), .empty(rx_empty), .full(rx_full));
    assign tx_fifo_not_empty = ~tx_fifo_empty;
endmodule
`timescale 1ns / 1ps
module uart_transmitter #(parameter DATA_BITS = 8, STOP_TICK = 16)  
    (
    input clk, rst,
    input tx_start,  
    input sample_tick,
    input [DATA_BITS-1:0] data_in,
    output reg tx_done,
    output tx_data
    );
    localparam [1:0] idle  = 2'b00,
                     start = 2'b01,
                     data  = 2'b10,
                     stop  = 2'b11;
    reg [1:0] state, state_next;             
    reg [3:0] tick_reg, tick_next;           
    reg [2:0] nbits_reg, nbits_next;         
    reg [DATA_BITS-1:0] data_reg, data_next; 
    reg tx_reg, tx_next;                     
    always @(posedge clk or posedge rst) begin
        if (rst) begin
            state     <= idle;
            tick_reg  <= 0;
            nbits_reg <= 0;
            data_reg  <= 0;
            tx_reg    <= 1'b1;  
        end
        else begin
            state     <= state_next;
            tick_reg  <= tick_next;
            nbits_reg <= nbits_next;
            data_reg  <= data_next;
            tx_reg    <= tx_next;
        end
    end
    always @ (*) begin
        state_next  = state;
        tick_next   = tick_reg;
        nbits_next  = nbits_reg;
        data_next   = data_reg;
        tx_next     = tx_reg;
        tx_done     = 1'b0;
        case (state)
            idle : begin
                tx_next = 1'b1;              
                if(tx_start) begin           
                    state_next = start;
                    tick_next  = 0;
                    data_next  = data_in;    
                end
            end
            start: begin
                tx_next = 1'b0;              
                if(sample_tick) begin
                    if(tick_reg == 15) begin     
                        state_next = data;
                        tick_next  = 0;
                        nbits_next = 0;
                    end
                    else tick_next = tick_reg + 1;
                end
            end
            data : begin
                tx_next = data_reg[0];                       
                if(sample_tick) begin
                    if(tick_reg == 15) begin
                        tick_next = 0;
                        data_next = data_reg >> 1;           
                        if(nbits_reg == (DATA_BITS-1))
                            state_next = stop;
                        else
                            nbits_next = nbits_reg + 1;
                    end
                    else tick_next = tick_reg + 1;
                end
            end
            stop : begin
                tx_next = 1'b1;      
                if(sample_tick) begin
                    if(tick_reg == (STOP_TICK-1)) begin
                        state_next = idle;
                        tx_done    = 1'b1;
                    end
                    else tick_next = tick_reg + 1;
                end
            end
        endcase
    end
    assign tx_data = tx_reg;
endmodule
### ./run.sh
#!/bin/bash
# OpenROAD 26Q1-2900-gdf79404cd8, Yosys 0.63+post, stock flow scripts
make -C /OpenROAD-flow-scripts/flow DESIGN_CONFIG=/design/flow/config.mk WORK_HOME=/design/flow/orfs finish
### ./config.mk
export PLATFORM = sky130hd
export DESIGN_NAME = uart_top
export DESIGN_NICKNAME = uart_top
export VERILOG_FILES = /design/flow/design.v
export SDC_FILE = /design/flow/constraint.sdc
export NUM_CORES = 4
export LEC_CHECK = 1
export CORE_UTILIZATION = 40
### ./constraint.sdc
current_design uart_top

set clk_period 3.2
set clk_io_pct 0.2

create_clock -name clk0 -period $clk_period [get_ports {clk}]

set non_clock_inputs [all_inputs -no_clocks]
set_input_delay [expr $clk_period * $clk_io_pct] -clock clk0 $non_clock_inputs
set_output_delay [expr $clk_period * $clk_io_pct] -clock clk0 [all_outputs]
==> flow_summary.rst <==
Metrics
=======

.. list-table::
   :header-rows: 1

   * - Metric
     - Value
   * - Global route overflow
     - 0
   * - TritonCTS clock tree
     - built
   * - Latency at later pin
     - roughly 0.52 ns
   * - Cell Area, Placed
     - roughly 14000 sq um
   * - Avg Inst Size Synth
     - 17.8 sq um
   * - Final-report max-slew violation count
     - 0
   * - Worst path arrival time
     - ~2.5 ns
   * - Total antenna diodes in the routed design
     - 0
   * - Required time of the worst setup path
     - between 2 and 3 ns
   * - Count of library flops with an enable pin
     - about 260
   * - CP Capture Point
     - read_data[1]
   * - Wire length of the first global-routing pass
     - a little over 40000 um
   * - Hold/Removal Path Class
     - reg -> reg
   * - Effective utilization at floorplan
     - 41.1%
   * - Height of the die
     - 186 um
   * - First-iteration detailed-routing DRC count
     - 372
   * - Leakage power figure
     - around 5.1 nW
   * - Area added between synthesis and finish
     - 16.4%
   * - Minimum clock period after layout
     - roughly 3.1 ns
   * - DR pass1 iterations
     - 5
   * - Measured slew at the worst slew-check pin
     - around 0.75 ns
   * - Power per unit of standard cell area
     - 636 nW/um^2
   * - Reg-to-reg critical path endpoint
     - fifo_rx_module.mem[15][0]$_DFFE_PP_
   * - Area of the core region
     - about 33000 sq um
   * - End-of-flow core utilization
     - 47.8%
   * - All-Layer GR Usage
     - 17.4%
   * - Start point of the critical path
     - fifo_rx_module.curr_rd_addr[0]$_DFFE_PP0P_
   * - Setup-violating endpoint count in the final report
     - 0
   * - Count of boundary I/O pins
     - 24
   * - Number of CTS-inserted buffers
     - 35
   * - CTS H-tree depth
     - 2
   * - Via count of the first global-routing pass
     - ~7500
   * - Largest net degree at the start of global routing
     - 37
   * - Std cell rows
     - 66
   * - Share of layout cells above drive strength 1
     - 24.4%
   * - Post-placement worst setup slack
     - roughly 0.33 ns
   * - Most used flip-flop cell after synthesis
     - sky130_fd_sc_hd__edfxtp_1
   * - Yosys stat area
     - between 10000 and 15000 sq um
   * - Number of warning messages in the yosys log
     - 5
   * - Yosys cell count
     - approximately 760
   * - Wire length reported by the detailed router
     - approximately 26000 um
   * - Unrepaired setup endpoints after global routing
     - no
   * - Syn Std Cell Area
     - roughly 13000 sq um
   * - Weighted congestion reported at the end of routability-driven placement
     - about 0.82
   * - Number of distinct library cell variants in the gate-level netlist after synthesis
     - around 59
   * - Number of hold-slack violations in the final timing report
     - 0
   * - Worst hold slack after final layout
     - 0.492 ns
   * - FFs w/ async S/R, synth
     - a little over a fifth
   * - Maximum VDD drop
     - approximately 520 uV
   * - Relative slew slack
     - about half
   * - Total Negative Setup Slacks
     - 0 ns
   * - Antenna violations before repair
     - 0
   * - Overall Power
     - 9.99 mW
   * - Worst clock skew on the final layout
     - about 0.028 ns
   * - Number of cells produced by synthesis
     - ~760
   * - Worst Path Max Fanout
     - 5
   * - Remaining routing DRC violations
     - 0
   * - Outcome
     - finished clean
   * - Root buffer cell
     - sky130_fd_sc_hd__clkbuf_16
   * - Post-synth seq share
     - a little over two thirds
   * - Die Area
     - ~34000 sq um
   * - Clock-pin slew on the worst setup and hold paths
     - 0.06 ns
   * - Reg-to-reg slack, setup
     - ~0.37 ns
   * - Tally of max-capacitance violations
     - 0
   * - Worst-case setup margin in the final layout
     - approximately 0.064 ns
   * - Achievable clock frequency
     - 0.319 GHz
   * - Regs by FF count
     - fifo_rx_module.mem x128, fifo_tx_module.mem x128, baud_rate_gen_module.count_value x10
   * - Flip-flop and latch count after synthesis
     - between 300 and 400
   * - Post-cts hold-fix buffer tally
     - 0
   * - Startpoint class of the critical path
     - flip-flop
   * - Worst Hold Depth
     - 1
   * - Final instance area
     - 15700 sq um
   * - Cell count after placement
     - approximately 1200
   * - Drt wl/cell
     - between 15 and 20 um
   * - Cells on worst reg2reg path
     - 5
   * - Final Cycle Share
     - a little under 100%
   * - Mean number of vias per cell
     - approximately 5.3
   * - Via total after detailed routing
     - just under 7000
   * - Overall die width
     - 186 um
   * - Number of warning messages in the logs
     - 33
   * - Final HPWL DP
     - 16400 um
   * - I/O Buffers
     - 23
   * - Number of clock sinks
     - between 300 and 400
   * - Reg-to-reg critical path startpoint
     - baud_rate_gen_module.count_value[2]$_DFF_PP0_
   * - CTS max path bufs
     - 3
   * - Number of nets with antenna violations after routing
     - 0
   * - Kind of end point of the critical path
     - output pin
   * - Final cell count without fillers
     - about 1300
   * - Critical path type
     - reg -> out
==> layer usage <==
layer | part of all wire, % | vias to the layer above | global-route usage [%]
li1 | - | 3150 | -
met1 | 39 | 3379 | 23.4
met2 | 49 | 275 | 26.9
met3 | 11 | 29 | 9.11
met4 | 1.6 | 2 | 2.66
met5 | 0.16 | - | 1.04
==> where the power goes <==
| part | switching, mW | internal (mW) |
|---|---|---|
| clock | 1.62 | 2.23 |
| sequential | 0.178 | 4.67 |
| combinational | 0.578 | 0.722 |
| total | 2.38 | 7.62 |
==> logic make-up after synthesis <==
kind of cell,synth area share (%)
flip-flops,69.8
multiplexers,14.5
AND/OR/NAND/NOR,6.84
XOR/XNOR,2.47
adder cells (fa/ha/maj),1.67
buffers and inverters,1.35
AND-OR/OR-AND,3.38
==> synth_stat cells (all sizes together) (3+ instances only) <==
cell type	instances	share of area, %
a211o	3	0.19
a21oi	10	0.40
a22o	8	0.52
a31oi	3	0.14
and2	24	1.1
and3	8	0.37
and4	3	0.19
buf	12	0.41
clkbuf	21	0.58
dfrtp	64	12
dfstp	5	0.97
edfxtp	256	57
ha	18	1.7
inv	13	0.36
mux2	23	2.1
mux4	73	12
nand2	36	1.0
nand3	20	0.74
nand3b	5	0.28
nand4	4	0.19
nor2	27	0.75
nor2b	3	0.14
nor3	13	0.56
nor3b	3	0.17
nor4	4	0.30
nor4b	5	0.37
o21ai	19	0.70
o22ai	13	0.60
xnor2	20	1.3
xor2	18	1.2
==> critical path, cell delays in order (launching register included) <==
cell                              delay (ns)
sky130_fd_sc_hd__dfrtp_4                0.55
sky130_fd_sc_hd__buf_12                 0.16
sky130_fd_sc_hd__buf_4                  0.14
sky130_fd_sc_hd__mux4_2                 0.44
sky130_fd_sc_hd__mux4_2                 0.50
sky130_fd_sc_hd__clkdlybuf4s15_1        0.19
==> worst min-delay path by stage <==
stage	from	to	slack (ns)
4_1_cts	baud_rate_gen_module.count_value[6]$_DFF_PP0_	baud_rate_gen_module.count_value[6]$_DFF_PP0_	0.49
6_report	baud_rate_gen_module.count_value[6]$_DFF_PP0_	baud_rate_gen_module.count_value[6]$_DFF_PP0_	0.49
5_1_grt	baud_rate_gen_module.count_value[6]$_DFF_PP0_	baud_rate_gen_module.count_value[6]$_DFF_PP0_	0.51
==> cells in the final DEF (no fill, tap or decap), types with 9 or more instances in the layout <==
cell type                         count
sky130_fd_sc_hd__dfrtp_1             62
sky130_fd_sc_hd__nor2_1              27
sky130_fd_sc_hd__nand3_1             20
sky130_fd_sc_hd__nand2_1             36
sky130_fd_sc_hd__inv_1               12
sky130_fd_sc_hd__xor2_1              18
sky130_fd_sc_hd__o22ai_1             13
sky130_fd_sc_hd__xnor2_1             20
sky130_fd_sc_hd__mux4_2              73
sky130_fd_sc_hd__edfxtp_1           256
sky130_fd_sc_hd__nor3_1              11
sky130_fd_sc_hd__clkdlybuf4s50_1     15
sky130_fd_sc_hd__buf_12              10
sky130_fd_sc_hd__buf_4               31
sky130_fd_sc_hd__a21oi_1              9
sky130_fd_sc_hd__clkbuf_16           35
sky130_fd_sc_hd__o21ai_0             18
sky130_fd_sc_hd__and2_1              24
sky130_fd_sc_hd__mux2_2              15
sky130_fd_sc_hd__ha_1                18
==> final cells by class <==
class / count / area [sq um]
clock buffers: 44 / 920
clock inverters: 20 / 194
fillers: 2766 / 17200
inverters: 13 / 48.8
multi-input cells: 389 / 3890
flip-flops and latches: 325 / 9430
well taps: 442 / 553
repair buffers: 65 / 672
==> what timing repair did <==
| item | CTS | global route |
|---|---|---|
| gates cloned | 1 | 0 |
| setup endpoints to repair | 8 | 3 |
| resized | 16 | 2 |
| buffers inserted | 9 | 0 |
Power figures rest on the tool's default switching activity, not on a simulated workload.
